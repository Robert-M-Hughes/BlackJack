**flow/design.v**
```verilog
 module clockdiv(input logic iclk,
						output logic oclk);
	const int HALF_OF_CLK_CYCLE_VALUE = 32'd25000000;  
	int count = 32'd0;
	logic clkstate = 1'b0;
	always_ff @(posedge iclk)
		if(count == (HALF_OF_CLK_CYCLE_VALUE-1))
		begin
			count <= 32'd0;
			clkstate <= ~clkstate;
		end else begin
			count <= count + 32'd1;
			clkstate <= clkstate;
		end
	assign oclk = clkstate;
 endmodule
```
**flow/config.mk**
```make
export PLATFORM = sky130hd
export DESIGN_NAME = clockdiv
export DESIGN_NICKNAME = clockdiv
export VERILOG_FILES = /design/flow/design.v
export SDC_FILE = /design/flow/constraint.sdc
export NUM_CORES = 4
export LEC_CHECK = 1
export CORE_AREA = 10 10 95 95
export DIE_AREA = 0 0 105 105
```
**flow/run.sh**
```bash
#!/bin/bash
# OpenROAD 26Q1-2900-gdf79404cd8, Yosys 0.63+post, stock flow scripts
make -C /OpenROAD-flow-scripts/flow DESIGN_CONFIG=/design/flow/config.mk WORK_HOME=/design/flow/orfs finish
```
**flow/constraint.sdc**
```tcl
current_design clockdiv

set clk_period 7.0
set clk_io_pct 0.2

create_clock -name clk0 -period $clk_period [get_ports {iclk}]

set non_clock_inputs [all_inputs -no_clocks]
set_input_delay [expr $clk_period * $clk_io_pct] -clock clk0 $non_clock_inputs
set_output_delay [expr $clk_period * $clk_io_pct] -clock clk0 [all_outputs]
```
==> reports/summary.log <==
[outcome] outcome completed
[synthesis] count of mapped cells out of synthesis 159
[critical_path] kind of end point of the critical path output port
[cells_and_area] growth of design area from synthesis to finish 13.01%
[critical_path] ordered list of cells on the worst path clkdlybuf4s50_1
[critical_path] minimum setup slack among reg-to-reg paths 5.01 ns
[final_timing] Min Hold Slack 0.4610 ns
[place] Port Buffers 1
[cells_and_area] share of final-layout standard cells stronger than drive strength 1 0.09146
[synthesis] Yosys warnings 1
[clocking] number of buffers inserted for hold repair after clock tree synthesis 0
[routing] count of antenna-violating nets left after detailed routing 0
[cells_and_area] Final Non-Filler Cells 260
[routing] Total Routed Length 2629 um
[routing] number of vias in the routed layout 1131
[final_timing] Pins Over Slew Limit 0
[global_route] number of global-route vias before repair 1059
[pwr] power spent charging and discharging nets 0.00006357 W
[global_route] All-Layer GR Usage 0.04935
[critical_path] CP startpoint clkstate
[clocking] master cell of the clock root buffer sky130_fd_sc_hd__clkbuf_8
[clocking] # clock sinks 33
[cells_and_area] leading cell types in the layout, fill and taps excluded 32 x sky130_fd_sc_hd__dfxtp_1, 14 x sky130_fd_sc_hd__xnor2_1, 12 x sky130_fd_sc_hd__nor2_1, 10 x sky130_fd_sc_hd__nand4_1
[pwr] power share of the combinational group 0
[synthesis] count of different cell masters after synthesis 38
[final_timing] final hold vios 0
[floorplan] core box area 6907 um2
[critical_path] critical path type reg -> out
[cells_and_area] post-route core utilization 0.2455
[synthesis] Registers, synthesis 33
[hold_path] path class of the lowest-slack min-delay path reg -> reg
[critical_path] crit path launch type flip-flop
[critical_path] length in cells of the worst reg-to-reg path 4
[synthesis] cell types with the largest area share after synthesis sky130_fd_sc_hd__dfxtp_1 43%, sky130_fd_sc_hd__xnor2_1 8.2%, sky130_fd_sc_hd__xor2_1 4.7%
[synthesis] total standard cell area after synthesis 1500 um2
[routing] DRC Markers 0
[synthesis] area of the synthesized netlist per yosys stat 1500 um2
[final_timing] FMAX 401.7 MHz
[synthesis] part of the Yosys area used for sequential elements 0.4470
[pwr] share of total power in sequential cells 0.568
[critical_path] worst reg2reg path endpoint clkstate
[floorplan] Top Ports 2
[critical_path] CP max-delay cell sky130_fd_sc_hd__clkdlybuf4s50_1
[critical_path] source of the worst register-to-register timing path count[0]
[pwr] Sw Ratio 0.1914
[routing] iteration count of the initial detailed-routing pass 4
[clocking] number of CTS-inserted buffers 5
[critical_path] kind of cell with the highest combined delay on the critical path buffers and inverters
[job] number of max-cap violations 0
[final_timing] time the worst path needs with I/O delays and setup 2.490 ns
[critical_path] maximum fanout along the worst path 2
[cells_and_area] dominant logic cell type in the layout sky130_fd_sc_hd__dfxtp_1
[floorplan] Die Y-Extent 105 um
[clocking] clock tree from TritonCTS built
[pwr] internal power of the cells 0.0002686 W
[final_timing] unrepaired setup endpoints after global routing false
[pwr] P_leak 0.5933 nW
[routing] post-DR wirelength/cell 10.11 um
[critical_path] sum of buffers and inverters on the critical path 1
[synthesis] area fraction of the dominant cell type after synthesis 0.4270
[final_timing] Final setup violation count 0
[global_route] total congestion overflow after global routing 0
[final_timing] transition time at the pin with the least slew margin 0.6380 ns
[synthesis] share of synthesized registers carrying an async set or reset 0
[synthesis] top_reg_cell synth sky130_fd_sc_hd__dfxtp_1
[global_route] largest net degree at the start of global routing 18
[critical_path] required time of the worst setup path 5.60 ns
[routing] number of DRC violations after detailed-routing iteration 0 46
[final_timing] Fin Setup TNS 0 ns
[cells_and_area] Filler Cells Inserted 764
[clocking] clock-pin slew on the worst setup and hold paths 0.06 ns
[synthesis] total cells reported by yosys after synthesis 159
[routing] Vias per Instance 4.350
[final_timing] fraction of the cycle the final worst path needs 0.3557
[floorplan] number of rows created at floorplan 30
[critical_path] worst setup path end oclk
[job] warning total across the stage logs 25
[clocking] post-CTS setup buffers 0
[floorplan] die area 11030 um2
[synthesis] area leader, netlist sky130_fd_sc_hd__dfxtp_1
[global_route] wire length of the first global-routing pass 4816 um
[place] # placed instances 252
[critical_path] depth of the critical timing path with buffers and inverters included 1
[clocking] post-cts sizing count 0
[global_route] initial antenna violation count 0
[pwr] Peak supply drop 143.8 uV
[place] placed wire-length estimate after detailed placement 1878 um
[pwr] power per unit of standard cell area 195.9 nW/um2
[routing] n_diodes 0
[clocking] buffer levels on the longest clock path 2
[critical_path] stage delay of the slowest cell on the critical path 0.46 ns
[final_timing] worst max-slew margin expressed relative to the limit 0.5747
[synthesis] mean instance size in the synthesized netlist 9.435 um2
[floorplan] overall die width 105 um
[place] RePlAce Congestion 0.7619
[synthesis] count of flip-flops with a built-in enable after synthesis 1
[clocking] clk ins delay skew pair 0.28 ns
[clocking] number of H-tree branching levels 2
[final_timing] setup skew after layout 0.004046 ns
[floorplan] initial core utilization 0.2172
[critical_path] arrival time of the worst setup path 1.09 ns
[pwr] clock network power share 0.432
-- cell families (layout without fill, tap and decap cells) --
logic type,after synthesis,count (layout),synth area share
simple gates,77,77,0.3169
flops,33,33,0.4470
xor+xnor,22,22,0.1284
compound gates,16,16,0.06756
buf+inv,10,15,0.03169
fa+ha+maj,1,1,0.008339
-- worst min-delay path by stage --
stage | start | end | slack (ns) | cells after the start
CTS | count[31] | count[31] | 0.47 | 1
global route | count[31] | count[31] | 0.52 | 1
finish | count[31] | count[31] | 0.46 | 1
-- cell type report --
class / count / area [um2] / area share
clock buffers: 8 / 90.09 / 0.05314
inverters: 6 / 22.52 / 0.01328
flip-flops and latches: 33 / 670.6 / 0.3956
repair buffers: 1 / 10.01 / 0.005904
well taps: 96 / 120.1 / 0.07085
multi-input cells: 116 / 782.0 / 0.4613
-- metrics by stage --
step / setup slack (ns) / power [W] / cell area (um2)
after floorplan: 5.228 / 0.0001927 / 1500
after global placement: 4.809 / 0.0001927 / 1605
after detailed placement: 4.796 / 0.0001927 / 1605
after CTS: 4.481 / 0.0003367 / 1695
after global routing: 4.459 / 0.0003451 / 1695
final: 4.510 / 0.0003322 / 1695
-- Yosys cell counts, types with 2 or more instances --
cell type                  n
sky130_fd_sc_hd__nand4_1  10
sky130_fd_sc_hd__buf_2     2
sky130_fd_sc_hd__or3_4     2
sky130_fd_sc_hd__or3_1     6
sky130_fd_sc_hd__nor4_1    5
sky130_fd_sc_hd__dfxtp_1  32
sky130_fd_sc_hd__and3_1    6
sky130_fd_sc_hd__xor2_1    8
sky130_fd_sc_hd__and4_1    3
sky130_fd_sc_hd__nor3_1    5
sky130_fd_sc_hd__a21oi_1   4
sky130_fd_sc_hd__nand2_1   8
sky130_fd_sc_hd__o21ai_0   5
sky130_fd_sc_hd__nor4b_1   2
sky130_fd_sc_hd__xnor2_1  14
sky130_fd_sc_hd__nor2_1   12
sky130_fd_sc_hd__nand3_1   8
sky130_fd_sc_hd__inv_1     6
sky130_fd_sc_hd__and2_1    2
-- state kept, by name, summed over array words and instances (netlist names) --
register	flops
clkstate	1
count	32
-- power groups by stage --
stage	logic (W)	clock network [W]	registers, W
final	0.000000000279	0.000144	0.000189
after CTS	0.000000000279	0.000148	0.000189
after global routing	0.000000000279	0.000157	0.000188
-- per-layer routing --
metal  track usage  share of wire
met3       0.01242          0.036
met4       0.01373          0.032
met5             0              0
met1       0.06684           0.50
met2       0.07651           0.44
No activity file was given, so power comes from the tool's default toggle rates.
