**design.v**
```verilog
module fsm(
	input logic clk, hold, hit, holdAI, hitAI, cardsUpdated,
	input logic [4:0] p1_high, p1_low, p2_high, p2_low, d_high, d_low,
	output logic [1:0] userSelect,
	output logic [3:0] currentState
);
	typedef enum {
		SELECT_P1, 		 
		SELECT_P2,		 
		INIT,			 
		TURN_P1,		 
		DRAW_P1,		 
		TURN_P2,		 
		DRAW_P2,		 
		TURN_D,			 
		DRAW_D,			 
		WIN_P1,			 
		WIN_P2,			 
		WIN_D			 
	} statetype;
	statetype state = SELECT_P1, nextState = SELECT_P1;
	assign currentState = state;
	logic twoPlayer = 1'b0;
	logic [1:0] p1_drawn = 0, p2_drawn = 0, d_drawn = 0;
	logic [4:0] p1_best, p2_best, d_best;
	assign p1_best = (p1_high <= 21) ? p1_high : ( (p1_low <= 21 && p1_low != 0) ? p1_low : 6'b111111 );
	assign p2_best = (p2_high <= 21) ? p2_high : ( (p2_low <= 21 && p2_low != 0) ? p2_low : 6'b111111 );
	assign d_best = (d_high <= 21) ? d_high : ( (d_low <= 21 && d_low != 0) ? d_low : 6'b111111 );
	logic p1_bust, p2_bust, d_bust;
	assign p1_bust = p1_best === 6'b111111;
	assign p2_bust = p2_best === 6'b111111;
	assign d_bust = d_best === 6'b111111;
	always_ff @(posedge clk) begin
		if(state == SELECT_P1 && nextState == INIT) begin
			twoPlayer <= 0;
			p1_drawn <= 0;
			p2_drawn <= 0;
			d_drawn <= 0;
		end
		else if(state == SELECT_P2 && nextState == INIT) begin
			twoPlayer <= 1;
		end
		else if(state == DRAW_P1) begin
			if(state != nextState && p1_drawn != 3) begin
				p1_drawn <= p1_drawn + 1;
			end
			userSelect <= 1;
		end
		else if(state == DRAW_P2) begin
			if(state != nextState && p2_drawn != 3) begin
				p2_drawn <= p2_drawn + 1;
			end
			userSelect <= 2;
		end
		else if(state == DRAW_D) begin
			if(state != nextState && d_drawn != 3) begin
				d_drawn <= d_drawn + 1;
			end
			userSelect <= 3;
		end
		else begin
			userSelect <= 0;
		end
		state <= nextState;
	end
	always_comb begin
		case (state)
			SELECT_P1: begin
            if (hold == 1'b1) begin
					nextState <= SELECT_P2;
				end
				else if (hit == 1'b1) begin
					nextState <= INIT;
				end
				else begin
					nextState <= SELECT_P1;
				end
			end
			SELECT_P2: begin
            if (hold == 1'b1) begin
					nextState <= SELECT_P1;
				end
				else if (hit == 1'b1) begin
					nextState <= INIT;
				end
				else begin
					nextState <= SELECT_P2;
				end
			end
			INIT: begin
				if (p1_drawn < 2) begin
					nextState <= DRAW_P1;
				end
				else if (p2_drawn < 2) begin
					nextState <= DRAW_P2;
				end
				else if (d_drawn < 2) begin
					nextState <= DRAW_D;
				end
				else begin
					nextState <= TURN_P1;
				end
			end
			TURN_P1: begin
				if (p1_best >= 21 || hold == 1'b1) begin
					nextState <= TURN_P2;
				end
				else if (hit == 1'b1) begin
					nextState <= DRAW_P1;
				end
				else begin
					nextState <= TURN_P1;
				end
			end
			DRAW_P1: begin
				if(cardsUpdated) begin
					if (p1_drawn < 2) begin
						nextState <= INIT;
					end
					else begin
						nextState <= TURN_P1;
					end
				end
				else begin
					nextState <= DRAW_P1;
				end
			end
			TURN_P2: begin
				if (p2_best >= 21 || (twoPlayer && hold == 1'b1) || (!twoPlayer && holdAI == 1'b1)) begin
					nextState <= TURN_D;
				end
				else if ((twoPlayer && hit == 1'b1) || (!twoPlayer && hitAI == 1'b1)) begin
					nextState <= DRAW_P2;
				end
				else begin
					nextState <= TURN_P2;
				end
			end
			DRAW_P2: begin
				if(cardsUpdated) begin
					if (p2_drawn < 2) begin
						nextState <= INIT;
					end
					else begin
						nextState <= TURN_P2;
					end
				end
				else begin
					nextState <= DRAW_P2;
				end
			end
			TURN_D: begin
				if (d_best <= 16) begin
					nextState <= DRAW_D;
				end
				else if(!p1_bust && p1_best >= p2_best && p1_best > d_best) begin
					nextState <= WIN_P1;
				end
				else if(!p2_bust && p2_best > p1_best && p2_best > d_best) begin
					nextState <= WIN_P2;
				end
				else begin
					nextState <= WIN_D;
				end
			end
			DRAW_D: begin
				if(cardsUpdated) begin
					if (d_drawn < 2) begin
						nextState <= INIT;
					end
					else begin
						nextState <= TURN_D;
					end
				end
				else begin
					nextState <= DRAW_D;
				end
			end
			WIN_P1, WIN_P2, WIN_D: begin
				if (hold == 1'b1 || hit == 1'b1) begin
					nextState <= SELECT_P1;
				end
				else begin
					nextState <= state;
				end
			end
			default begin
				nextState <= SELECT_P1;
			end
		endcase
	end
endmodule
```
**run.sh**
```bash
#!/bin/bash
# OpenROAD 26Q1-2900-gdf79404cd8, Yosys 0.63+post, stock flow scripts
make -C /OpenROAD-flow-scripts/flow DESIGN_CONFIG=/design/flow/config.mk WORK_HOME=/design/flow/orfs finish
```
**config.mk**
```make
export PLATFORM = sky130hd
export DESIGN_NAME = fsm
export DESIGN_NICKNAME = fsm
export VERILOG_FILES = /design/flow/design.v
export SDC_FILE = /design/flow/constraint.sdc
export NUM_CORES = 4
export LEC_CHECK = 1
export CORE_UTILIZATION = 50
```
**constraint.sdc**
```tcl
current_design fsm

set clk_period 3.9
set clk_io_pct 0.2

create_clock -name clk0 -period $clk_period [get_ports {clk}]

set non_clock_inputs [all_inputs -no_clocks]
set_input_delay [expr $clk_period * $clk_io_pct] -clock clk0 $non_clock_inputs
set_output_delay [expr $clk_period * $clk_io_pct] -clock clk0 [all_outputs]
```
==> run notes <==
Results of the flow run.

Broken down by cell family, the worst path's largest delay share belongs to adder cells. The TritonCTS sink count stands at 41. The area fraction of the largest cell type after synthesis is 0.3056.

The floorplan step defined a core boundary enclosing 4817 sq um. Buffers added to address setup during post-CTS repair amount to 0. The cell area power density stands at 283.3 nW/um^2. Once placement completed, the tool counted placed cells totaling 431. By area the synthesized netlist is led by sky130_fd_sc_hd__dfxtp_1, sky130_fd_sc_hd__a21oi_1, sky130_fd_sc_hd__ha_1. Per the detail_route report, the via count comes to 2355.

The number of inserted filler cells in the final layout stands at 406. The commonest register cell is sky130_fd_sc_hd__dfxtp_1. TritonCTS built the clock tree. Per the synth stats, the proportion of register bits with asynchronous set or reset is 0. Counting I/O delays and the setup requirement, the final critical path takes 3.735 ns. The die covers 5400 sq um. For reference, the final report shows the max-slew violation count at 0.

The clock insertion delay at the later pin of the skew report stands at 0.29 ns. The final worst clock skew stands at 0.01462 ns. The synthesized netlist contains 73 unique library cells. On the worst path, the slowest cell contributes a delay of 0.43 ns. The initial antenna violation count was 0. The synthesized instance count is 288. Per the synth log, the flip-flop and latch total comes to 41. The most common logic cells in the final layout are sky130_fd_sc_hd__clkdlybuf4s50_1, sky130_fd_sc_hd__dfxtp_1, sky130_fd_sc_hd__conb_1. Of the total power, the clock network draws 0.327. The analysis reports a worst IR drop on VDD of 295.7 uV. The antenna diode instance count stands at 0. The hold buffer count at CTS stands at 0.

The static leakage stands at 0.001328 uW. In this run the tightest slew margin relative to its limit is 0.5837. The layout summary lists the proportion of cells stronger than drive strength 1 as 0.1640.

The number of cell instances after yosys synthesis stands at 288. The share of the core area taken by cells at floorplan is 0.5304. The average routed wire per standard cell stands at 12.72 microns. The total detailed-routing wirelength stands at 5.585 mm. Entering global routing, the biggest net connects 20 pins.

The final report gives the standard cell area, fillers excluded, as 3333 sq um. The number of warnings reported in the stage logs is 27. Per the TritonCTS log, the buffer count is 5. Static timing analysis puts the maximum clock frequency at 0.2677 GHz. After synthesis, the mean cell area works out to 8.871 sq um.

Hold timing on the final database bottoms out at a slack of 0.4840 ns. The critical path's slowest stage uses the library cell sky130_fd_sc_hd__clkdlybuf4s50_1. The report lists the cells along the critical path as clkdlybuf4s50_1, nor4_2, nor2_1, o21ai_1, o22a_1, inv_1, ha_1, or2_2, maj3_2, maj3_2, maj3_1, a221oi_2, o21ai_1.

At the worst endpoint, the required time is 4.07 ns. Per the detailed placement report, the placed cell area equals 3218 sq um. The warning tally printed by Yosys for this design is 1. Max-cap violations in this run came to 0. STA classifies the critical path startpoint as an input pin. The clock H-tree reported by CTS has 2 levels.

Across every metal layer, demand over resource in global routing totals 0.2241. The power spent charging and discharging nets stands at 237.2 uW. The power share of the combinational group stands at 0.204. The overall power after layout stands at 944.4 uW. The post-detailed-route DRC marker count stands at 0. Per the CTS log, the buffer count on the longest clock path is 2.

For reference, the most critical setup path is categorized as input pin to register. The cell area after synthesis stands at 2555 sq um. For reference, the clock transition at the flip-flops on the worst setup and hold paths is 0.09 ns.

The die is 73.49 microns wide. According to the report, the first pass of detailed routing completed in 4 iterations. The run finished with clean final reports. The slack of the worst reg-to-reg path stands at 1.11 ns. The last weighted congestion value of the routability-driven placer stands at 0.9064.

Setup repair after global routing left no endpoint under its margin. The measured slew at the worst slew-check pin stands at 0.6236 ns. The via-per-instance ratio stands at 5.364. The tree is rooted in a sky130_fd_sc_hd__clkbuf_8. The vertical extent of the die stands at 73.49 microns. At the worst endpoint, the arrival time is 3.90 ns.

The switching portion of total power comes to 0.2512. Max fanout on the critical path was recorded as 2. The number of hold-slack violations in the final timing report stands at 0. The share of power burned in registers stands at 0.469. The worst hold path belongs to the class register to register. The share of the clock period used by the worst path stands at 0.9578. The remaining antenna violation count stands at 0. Looking at area per cell type in the netlist, the leader is sky130_fd_sc_hd__dfxtp_1. The number of I/O pins stands at 42.

The first-pass GRT wire length stands at 9.266 mm. The total overflow reported by the global router stands at 0. The number of buffers and inverters on the critical path is 2. The synthesis-to-layout area growth stands at 30.46%. The synthesized design contains 2 enable-type register cells. Among logic cells in the layout, the one with the most instances is sky130_fd_sc_hd__clkdlybuf4s50_1.

The buffer_ports step reported a buffer count of 41. The proportion of synthesized chip area in sequential cells stands at 0.3291. The HPWL after detailed placement stands at 4.279 mm. For this block, the initial DRC count from the detailed router was 170. The yosys stat chip area stands at 2555 sq um.

The count of non-filler cells in the finished layout stands at 439. In this run the core area contains 25 standard-cell rows. The via count of the first global-routing pass stands at 2130.

From the final report, the count of setup violators was given as 0. The internal portion of the total power is 707.2 uW. The worst setup path is captured at a register.
## sequential cells by signal (all words and copies together) (netlist names)
register	flops
d_drawn	2
p1_drawn	2
p2_drawn	2
state	32
twoPlayer	1
userSelect	2
## synthesized netlist by cell type, types with 4 or more instances
cell type / instances
sky130_fd_sc_hd__dfxtp_1: 39
sky130_fd_sc_hd__nand2_1: 24
sky130_fd_sc_hd__nor2_1: 21
sky130_fd_sc_hd__a21oi_1: 20
sky130_fd_sc_hd__nor4_1: 13
sky130_fd_sc_hd__a31oi_1: 8
sky130_fd_sc_hd__ha_1: 8
sky130_fd_sc_hd__nor3_1: 8
sky130_fd_sc_hd__inv_1: 7
sky130_fd_sc_hd__mux2i_1: 7
sky130_fd_sc_hd__o21ai_0: 7
sky130_fd_sc_hd__nand2b_1: 6
sky130_fd_sc_hd__nand3_1: 6
sky130_fd_sc_hd__nor2b_1: 6
sky130_fd_sc_hd__buf_4: 5
sky130_fd_sc_hd__or3_1: 5
sky130_fd_sc_hd__a21o_1: 4
sky130_fd_sc_hd__or2_2: 4
## path summary, 6_finish.rpt
check                   start          end  depth (start not counted)
hold / removal    p1_drawn[0]  p1_drawn[0]                          2
setup reg to reg     state[0]  p2_drawn[1]                          8
hold reg to reg   p1_drawn[0]  p1_drawn[0]                          2
setup / recovery    p1_low[1]     state[1]                         13
## area by class of cell
class / count / area, sq um / share of cell area
clock buffers: 6 / 93.84 / 0.02815
inverters: 7 / 26.28 / 0.007883
well taps: 67 / 83.83 / 0.02515
flip-flops and latches: 41 / 840.8 / 0.2523
repair buffers: 63 / 575.6 / 0.1727
multi-input cells: 253 / 1697 / 0.5090
clock inverters: 2 / 16.27 / 0.004880
## layer usage
metal / global-route usage / share of wire
met5: 0 / 0
met3: 0.03883 / 0.068
met2: 0.3394 / 0.42
met4: 0.02564 / 0.0095
met1: 0.3569 / 0.51
## through the flow
step,setup TNS [ns],worst slack [ns],utilization
2_1_floorplan,0,0.3342,-
3_3_place_gp,-0.1801,-0.1801,0.6681
3_5_place_dp,-0.2308,-0.2308,0.6681
4_1_cts,0,0.08345,0.6909
5_1_grt,0,0.02863,0.6919
6_report,0,0.1645,0.6919
## worst min-delay path: cells and delay by family, from the launching register on
family / cells / cell delay (ns)
multiplexers: 1 / 0.05
flip-flops: 1 / 0.33
AND/OR/NAND/NOR: 1 / 0.06
## repair_timing
item,4_1_cts,5_1_grt
endpoints found under the hold margin,0,0
setup endpoints to repair,0,1
resized,0,2
## power by group through the flow
stage | registers, uW | logic, uW | clock network (uW)
4_1_cts | 443 | 192 | 323
6_report | 443 | 192 | 309
5_1_grt | 444 | 213 | 334
## cells by family after synthesis
| kind of cell | after synthesis | synth area share |
|---|---|---|
| AOI/OAI and AO/OA | 87 | 0.2718 |
| xor gates and xnor gates | 2 | 0.006857 |
| adders and majority gates | 13 | 0.06024 |
| buffers and inverters | 21 | 0.04848 |
| DFF | 41 | 0.3291 |
| muxes | 9 | 0.03624 |
| other | 1 | 0.001468 |
| and+or+nand+nor | 114 | 0.2458 |
Power and IR drop assume default switching activity.
