### design/flow/design.v
module LCD_Display(iCLK_50MHZ, iRST_N, currentState, dmax_ones, dmax_tens, p1max_ones, p1max_tens, p1min_ones, p1min_tens, p2max_ones, p2max_tens, p2min_ones, p2min_tens, 
    LCD_RS,LCD_E,LCD_RW,DATA_BUS);
input iCLK_50MHZ, iRST_N;
input [4:0] dmax_ones, dmax_tens, p1max_ones, p1max_tens, p1min_ones, p1min_tens, p2max_ones, p2max_tens, p2min_ones, p2min_tens;
input [3:0] currentState;
output LCD_RS, LCD_E, LCD_RW;
inout [7:0] DATA_BUS;
parameter
HOLD = 4'h0,
FUNC_SET = 4'h1,
DISPLAY_ON = 4'h2,
MODE_SET = 4'h3,
Print_String = 4'h4,
LINE2 = 4'h5,
RETURN_HOME = 4'h6,
DROP_LCD_E = 4'h7,
RESET1 = 4'h8,
RESET2 = 4'h9,
RESET3 = 4'ha,
DISPLAY_OFF = 4'hb,
DISPLAY_CLEAR = 4'hc;
reg [3:0] state, next_command;
reg [7:0] DATA_BUS_VALUE;
wire [7:0] Next_Char;
reg [19:0] CLK_COUNT_400HZ;
reg [4:0] CHAR_COUNT;
reg CLK_400HZ, LCD_RW_INT, LCD_E, LCD_RS;
assign DATA_BUS = (LCD_RW_INT? 8'bZZZZZZZZ: DATA_BUS_VALUE);
LCD_display_string u1(
.index(CHAR_COUNT),
.out(Next_Char),
   .dmax_ones(dmax_ones),
   .dmax_tens(dmax_tens),
	.p1max_ones(p1max_ones),
	.p1max_tens(p1max_tens),
	.p1min_ones(p1min_ones),
	.p1min_tens(p1min_tens),
	.p2max_ones(p2max_ones),
	.p2max_tens(p2max_tens),
	.p2min_ones(p2min_ones),
	.p2min_tens(p2min_tens),
	.currentState(currentState));
assign LCD_RW = LCD_RW_INT;
always @(posedge iCLK_50MHZ or negedge iRST_N)
    if (!iRST_N)
    begin
       CLK_COUNT_400HZ <= 20'h00000;
       CLK_400HZ <= 1'b0;
    end
    else if (CLK_COUNT_400HZ < 20'h0F424)
    begin
       CLK_COUNT_400HZ <= CLK_COUNT_400HZ + 1'b1;
    end
    else
    begin
      CLK_COUNT_400HZ <= 20'h00000;
      CLK_400HZ <= ~CLK_400HZ;
    end
always @(posedge CLK_400HZ or negedge iRST_N)
    if (!iRST_N)
    begin
     state <= RESET1;
    end
    else
    case (state)
    RESET1:            
    begin
      LCD_E <= 1'b1;
      LCD_RS <= 1'b0;
      LCD_RW_INT <= 1'b0;
      DATA_BUS_VALUE <= 8'h38;
      state <= DROP_LCD_E;
      next_command <= RESET2;
      CHAR_COUNT <= 5'b00000;
    end
    RESET2:
    begin
      LCD_E <= 1'b1;
      LCD_RS <= 1'b0;
      LCD_RW_INT <= 1'b0;
      DATA_BUS_VALUE <= 8'h38;
      state <= DROP_LCD_E;
      next_command <= RESET3;
    end
    RESET3:
    begin
      LCD_E <= 1'b1;
      LCD_RS <= 1'b0;
      LCD_RW_INT <= 1'b0;
      DATA_BUS_VALUE <= 8'h38;
      state <= DROP_LCD_E;
      next_command <= FUNC_SET;
    end
    FUNC_SET:
    begin
      LCD_E <= 1'b1;
      LCD_RS <= 1'b0;
      LCD_RW_INT <= 1'b0;
      DATA_BUS_VALUE <= 8'h38;
      state <= DROP_LCD_E;
      next_command <= DISPLAY_OFF;
    end
    DISPLAY_OFF:
    begin
      LCD_E <= 1'b1;
      LCD_RS <= 1'b0;
      LCD_RW_INT <= 1'b0;
      DATA_BUS_VALUE <= 8'h08;
      state <= DROP_LCD_E;
      next_command <= DISPLAY_CLEAR;
    end
    DISPLAY_CLEAR:
    begin
      LCD_E <= 1'b1;
      LCD_RS <= 1'b0;
      LCD_RW_INT <= 1'b0;
      DATA_BUS_VALUE <= 8'h01;
      state <= DROP_LCD_E;
      next_command <= DISPLAY_ON;
    end
    DISPLAY_ON:
    begin
      LCD_E <= 1'b1;
      LCD_RS <= 1'b0;
      LCD_RW_INT <= 1'b0;
      DATA_BUS_VALUE <= 8'h0C;
      state <= DROP_LCD_E;
      next_command <= MODE_SET;
    end
    MODE_SET:
    begin
      LCD_E <= 1'b1;
      LCD_RS <= 1'b0;
      LCD_RW_INT <= 1'b0;
      DATA_BUS_VALUE <= 8'h06;
      state <= DROP_LCD_E;
      next_command <= Print_String;
    end
    Print_String:
    begin
      state <= DROP_LCD_E;
      LCD_E <= 1'b1;
      LCD_RS <= 1'b1;
      LCD_RW_INT <= 1'b0;
      if (Next_Char[7:4] != 4'h0)
        DATA_BUS_VALUE <= Next_Char;
      else if (Next_Char[3:0] >9)
         DATA_BUS_VALUE <= {4'h4,Next_Char[3:0]-4'h9};
      else
         DATA_BUS_VALUE <= {4'h3,Next_Char[3:0]};
      if ((CHAR_COUNT < 31) && (Next_Char != 8'hFE))
         CHAR_COUNT <= CHAR_COUNT + 1'b1;
      else
         CHAR_COUNT <= 5'b00000; 
      if (CHAR_COUNT == 15)
        next_command <= LINE2;
      else if ((CHAR_COUNT == 31) || (Next_Char == 8'hFE))
        next_command <= RETURN_HOME;
      else
        next_command <= Print_String;
    end
    LINE2:
    begin
      LCD_E <= 1'b1;
      LCD_RS <= 1'b0;
      LCD_RW_INT <= 1'b0;
      DATA_BUS_VALUE <= 8'hC0;
      state <= DROP_LCD_E;
      next_command <= Print_String;
    end
    RETURN_HOME:
    begin
      LCD_E <= 1'b1;
      LCD_RS <= 1'b0;
      LCD_RW_INT <= 1'b0;
      DATA_BUS_VALUE <= 8'h80;
      state <= DROP_LCD_E;
      next_command <= Print_String;
    end
    DROP_LCD_E:
    begin
      LCD_E <= 1'b0;
      state <= HOLD;
    end
    HOLD:
    begin
      state <= next_command;
    end
    endcase
endmodule
module LCD_display_string(index, currentState,out,dmax_ones, dmax_tens, p1max_ones, p1max_tens, p1min_ones, p1min_tens, p2max_ones, p2max_tens, p2min_ones, p2min_tens);
input [3:0] dmax_ones, dmax_tens, p1max_ones, p1max_tens, p1min_ones, p1min_tens, p2max_ones, p2max_tens, p2min_ones, p2min_tens;
input [4:0] index, currentState;
output [7:0] out;
reg [7:0] out;
   always 
	if(currentState == 9)begin
		case(index)
			5'h01: out <= 8'h2A; 
			5'h02: out <= 8'h2A; 
			5'h03: out <= 8'h2A; 
			5'h04: out <= 8'h43;
			5'h05: out <= 8'h4F;
			5'h06: out <= 8'h4E;
			5'h07: out <= 8'h47;
			5'h08: out <= 8'h52;
			5'h09: out <= 8'h41;
			5'h0A: out <= 8'h54;
			5'h0B: out <= 8'h53;
			5'h0C: out <= 8'h2A; 
			5'h0D: out <= 8'h2A; 
			5'h0E: out <= 8'h2A;
			5'h15: out <= 8'h50;
			5'h16: out <= 8'h31; 
			5'h17: out <= 8'h57;
			5'h18: out <= 8'h49;
			5'h19: out <= 8'h4E;
			5'h1A: out <= 8'h53;
		default: out <= 8'h20;
		endcase
	end else if(currentState == 10)begin
		case (index)
			5'h01: out <= 8'h2A; 
			5'h02: out <= 8'h2A; 
			5'h03: out <= 8'h2A; 
			5'h04: out <= 8'h43;
			5'h05: out <= 8'h4F;
			5'h06: out <= 8'h4E;
			5'h07: out <= 8'h47;
			5'h08: out <= 8'h52;
			5'h09: out <= 8'h41;
			5'h0A: out <= 8'h54;
			5'h0B: out <= 8'h53;
			5'h0C: out <= 8'h2A; 
			5'h0D: out <= 8'h2A; 
			5'h0E: out <= 8'h2A;
			5'h15: out <= 8'h50;
			5'h16: out <= 8'h32; 
			5'h17: out <= 8'h57;
			5'h18: out <= 8'h49;
			5'h19: out <= 8'h4E;
			5'h1A: out <= 8'h53;
		default: out <= 8'h20;
		endcase
	end else if(currentState == 11)begin
		case (index)
			5'h01: out <= 8'h2A; 
			5'h02: out <= 8'h2A; 
			5'h03: out <= 8'h2A; 
			5'h04: out <= 8'h43;
			5'h05: out <= 8'h4F;
			5'h06: out <= 8'h4E;
			5'h07: out <= 8'h47;
			5'h08: out <= 8'h52;
			5'h09: out <= 8'h41;
			5'h0A: out <= 8'h54;
			5'h0B: out <= 8'h53;
			5'h0C: out <= 8'h2A; 
			5'h0D: out <= 8'h2A; 
			5'h0E: out <= 8'h2A;
			5'h15: out <= 8'h44;
			5'h16: out <= 8'h20; 
			5'h17: out <= 8'h57;
			5'h18: out <= 8'h49;
			5'h19: out <= 8'h4E;
			5'h1A: out <= 8'h53;
		default: out <= 8'h20;
		endcase	
	end else if(currentState <= 1)begin
		case (index)
			5'h00: out <= 8'h48;
			5'h01: out <= 8'h65; 
			5'h02: out <= 8'h6C; 
			5'h03: out <= 8'h6C; 
			5'h04: out <= 8'h6F;
			5'h06: out <= 8'h20;
			5'h07: out <= 8'h23;
			5'h08: out <= 8'h50;
			5'h09: out <= 8'h6C;
			5'h0A: out <= 8'h61;
			5'h0B: out <= 8'h79;
			5'h0C: out <= 8'h65; 
			5'h0D: out <= 8'h72; 
			5'h0E: out <= 8'h73;
			5'h0F: out <= 8'h3F;
			5'h15: out <= 8'h31;
			5'h1B: out <= 8'h32;
			5'h14:begin
				if(currentState ==0) begin
					out <= 8'h3E;
				end
				else begin
					out <= 8'h20;
				end
			end
			5'h1A:begin
				if(currentState ==1) begin
					out <= 8'h3E;
				end
				else begin
					out <= 8'h20;
				end
			end
		default: out <= 8'h20;
		endcase
	end else begin
		case (index)
			5'h01: out <= 8'h44;
			5'h02: out <= 8'h3A; 
			5'h03: out <= {4'h0,dmax_tens}; 
			5'h04: out <= {4'h0,dmax_ones};  
			5'h08: out <= 8'h50;
			5'h09: out <= 8'h31;
			5'h0A: out <= 8'h3A;
			5'h0B: out <= {4'h0,p1max_tens}; 
			5'h0C: out <= {4'h0,p1max_ones}; 
			5'h18: out <= 8'h50;
			5'h19: out <= 8'h32;
			5'h1A: out <= 8'h3A;
			5'h1B: out <= {4'h0,p2max_tens}; 
			5'h1C: out <= {4'h0,p2max_ones};
			5'h07:begin
				if(currentState == 3 || currentState == 4) begin
					out <= 8'h3E;
				end
				else begin
					out <= 8'h20;
				end
			end
			5'h17:begin
				if(currentState ==5 || currentState == 6) begin
					out <= 8'h3E;
				end
				else begin
					out <= 8'h20;
				end
			end
			5'h00:begin
				if(currentState ==7 || currentState == 8) begin
					out <= 8'h3E;
				end
				else begin
					out <= 8'h20;
				end
			end
			5'h0D:begin
				if( p1min_ones || p1min_tens)
					out <= 8'h2F;
				else
					out <= 8'h20;
				end
			5'h0E:begin
				if( p1min_ones || p1min_tens)
					out <= {4'h0,p1min_tens}; 
				else
					out <= 8'h20;
				end
			5'h0F:begin 
				if( p1min_ones || p1min_tens)
					out <= {4'h0,p1min_ones};
				else
					out <= 8'h20;
				end 
			5'h1D:begin
				if( p2min_ones || p2min_tens)
					out <= 8'h2F;
				else
					out <= 8'h20;
				end
			5'h1E:begin
				if( p2min_ones || p2min_tens)
					out <= {4'h0,p2min_tens};
				else
					out <= 8'h20;	
				end	
			5'h1F:begin 
				if( p2min_ones || p2min_tens)
					out <= {4'h0,p2min_ones};
				else
					out <= 8'h20;	
				end 
			default: out <= 8'h20;
			endcase
	 end
endmodule
module    Reset_Delay(iCLK,oRESET);
input        iCLK;
output reg    oRESET;
reg    [19:0]    Cont;
always@(posedge iCLK)
begin
    if(Cont!=20'hFFFFF)
    begin
        Cont    <=    Cont+1'b1;
        oRESET    <=    1'b0;
    end
    else
    oRESET    <=    1'b1;
end
endmodule
module lcd_top(
  input CLOCK_50,     
  input  reset,       
  input [29:0] numbers,  
  input [3:0] currentState,
  output LCD_ON,     
  output LCD_BLON,     
  output LCD_RW,     
  output LCD_EN,     
  output LCD_RS,     
  inout [7:0] LCD_DATA     
);
logic [6:0] myclock;
logic RST;
assign RST = reset;
logic DLY_RST;
Reset_Delay r0(    .iCLK(CLOCK_50),.oRESET(DLY_RST) );
assign    LCD_ON        =    1'b1;
assign    LCD_BLON    =    1'b1;
logic[4:0] p1max_ones;
logic[4:0] p1max_tens;
logic[4:0] p1min_ones;
logic[4:0] p1min_tens;
logic[4:0] p2max_ones;
logic[4:0] p2max_tens;
logic[4:0] p2min_ones;
logic[4:0] p2min_tens;
logic[4:0] dmax_ones;
logic[4:0] dmax_tens;
logic[4:0] dmin_ones;
logic[4:0] dmin_tens;
assign p1max_ones = numbers[4:0] % 10;  
assign p1max_tens = numbers[4:0] / 10;
assign p1min_ones = numbers[9:5] % 10;  
assign p1min_tens = numbers[9:5] / 10;
assign p2max_ones = numbers[14:10] % 10;  
assign p2max_tens = numbers[14:10] / 10;
assign p2min_ones = numbers[19:15] % 10;  
assign p2min_tens = numbers[19:15] / 10;
assign dmax_ones = numbers[24:20] % 10;  
assign dmax_tens = numbers[24:20] / 10;
assign dmin_ones = numbers[29:25] % 10;  
assign dmin_tens = numbers[29:25] / 10;
LCD_Display u1(
   .iCLK_50MHZ(CLOCK_50),
   .iRST_N(DLY_RST),
   .dmax_ones(dmax_ones),
   .dmax_tens(dmax_tens),
	.p1max_ones(p1max_ones),
	.p1max_tens(p1max_tens),
	.p1min_ones(p1min_ones),
	.p1min_tens(p1min_tens),
	.p2max_ones(p2max_ones),
	.p2max_tens(p2max_tens),
	.p2min_ones(p2min_ones),
	.p2min_tens(p2min_tens),
  .currentState(currentState),
   .DATA_BUS(LCD_DATA),
   .LCD_RW(LCD_RW),
   .LCD_E(LCD_EN),
   .LCD_RS(LCD_RS)
);
endmodule
### design/flow/run.sh
#!/bin/bash
# OpenROAD 26Q1-2900-gdf79404cd8, Yosys 0.63+post, stock flow scripts
make -C /OpenROAD-flow-scripts/flow DESIGN_CONFIG=/design/flow/config.mk WORK_HOME=/design/flow/orfs finish
### design/flow/config.mk
export PLATFORM = sky130hd
export DESIGN_NAME = lcd_top
export DESIGN_NICKNAME = lcd_top
export VERILOG_FILES = /design/flow/design.v
export SDC_FILE = /design/flow/constraint.sdc
export NUM_CORES = 4
export LEC_CHECK = 1
export CORE_UTILIZATION = 50
### design/flow/constraint.sdc
current_design lcd_top

set clk_period 2.0
set clk_io_pct 0.2

create_clock -name clk0 -period $clk_period [get_ports {CLOCK_50}]

set non_clock_inputs [all_inputs -no_clocks]
set_input_delay [expr $clk_period * $clk_io_pct] -clock clk0 $non_clock_inputs
set_output_delay [expr $clk_period * $clk_io_pct] -clock clk0 [all_outputs]
==> summary.txt <==
The following summarizes the physical implementation.

Yosys
The mean cell area of the mapped netlist is 8.56 µm². In this run the cell area of the synthesized design comes to 5880 µm². The cell with the most instances after synthesis is nor2_1. The count of library flops with an enable pin is 39. The count of distinct cell types in the synthesized netlist is 87. The most used flip-flop cell after synthesis is edfxtp_1. By area the synthesized netlist is led by edfxtp_1 (20%), dfrtp_1 (10%), nor2_1 (4.7%). The cell count after synthesis is 687.

The cell type contributing the most total cell area after synthesis is edfxtp_1. The synthesis stat section lists a flop and latch total of 76. The count of warnings emitted by yosys is 15.

Yosys reported that registers with async set or reset make up 32.9%. Post-synthesis, Yosys gives the total cell area as 5880 µm². In the synthesized netlist, the cells that appear most often are nor2_1 (74), nand2_1 (73), edfxtp_1 (39). The number of cells in the yosys synthesis report is 687. The area fraction of the largest cell type after synthesis is 19.9%.

The fraction of the yosys area taken by sequential cells is 34.7%.

CTS
The clock-pin slew of the registers on the worst-case setup and hold paths is 0.06 ns. The skew report gives the latency at the later pin of the worst-skew pair as 0.29 ns. Looking at the clock tree report, the H-tree level count equals 2. The post-CTS setup buffer count is 0. The buffer type at the clock tree root is clkbuf_16. Buffers inserted during clock tree synthesis total 5. The number of cells upsized or downsized after cts is 0. The total of hold buffers inserted after clock tree synthesis is 0.

The clock passes through at most 2 buffers. The clock tree from TritonCTS is done.

Placement
The placed wire-length estimate is 10,700 µm. The final RePlAce weighted congestion is 0.975. The pre-CTS setup slack is 0.242 ns. The buffer_ports step reported a buffer count of 31.

Min path
The path class of the tightest hold or removal check is reg -> async.

Worst setup path
Per the STA report, the cell with the highest stage delay on the worst path is edfxtp_1. STA classifies the critical path endpoint as a flop. Per STA, the worst path is made up of and3_1 -> and3_1 -> nand3_1 -> nor2_1 -> nand3_2 -> buf_4. The OpenROAD report gives the critical path a data arrival time of 1.83 ns.

The category of the worst setup path launch point is a flop. The critical setup path kind is reg -> reg. The count of buffering cells on the critical path with inverters included is 1.

The most frequent cell on the critical path is and3_1. The delay of the slowest critical-path stage is 0.40 ns. The kind of cell adding the most delay to the critical path is simple AND/OR/NAND/NOR gates.

The data required time reported for the critical path is 2.05 ns. The maximum fanout count along the critical path is 5.

Die
In this run the standard cell core region covers 11,400 µm². Before placement the cells fill 51.5% of the core. The I/O pin count is 49. The die outline width is 110 µm. In this run the core area contains 39 standard-cell rows. The chip area is 12,200 µm². According to the floorplan report, the die height is 110 µm.

Pwr
The worst ir drop on vdd is 0.697 mV. The script computed a power per unit cell area of 384 nW/µm². Summed over all cells, the static leakage comes to 0.00243 µW.

Route
For this run, design rule violations remaining after detail routing come to 0. For this block, the initial DRC count from the detailed router was 407. The vias after detailed routing is 5,240. The via density per instance is 6.16. The final antenna-violating net count is 0. Per the detailed-route log, wirelength across all metal layers totals 14,200 µm.

The diode insertion count for antenna repair is 0. The number of optimization iterations in the first detailed-route pass is 5. For this sky-water flow run, the detailed-routed wirelength per cell is reported as 16.6 µm.

STA
The worst slew margin relative to its limit is 38.1%. The count of unclocked register or latch pins is 34. The post-route fraction of the period consumed by the critical path is 89.3%.

Static timing analysis puts the maximum clock frequency at 0.560 GHz. The max-slew violation count is 0. Clock skew on the completed layout was measured at 0.00720 ns. 63 endpoints have no timing constraint. The count of endpoints failing setup in the final report is 0. Setup repair after global routing left no endpoint under its margin.

The final period demand of the worst path is 1.79 ns. In the final report, the number of hold violations comes to 0. The minimum setup slack in the final design is 0.215 ns. For the final routed database, the setup TNS stands at 0 ns. The slew at the pin with the worst max-slew slack is 0.915 ns.

GRT
The first global-routing pass estimated 24,100 µm of wire. Global routing finished with a remaining overflow of 0. The number of antenna violations at the first check in global routing was 0. Entering global routing, the biggest net connects 47 pins. The number of global-route vias before repair came to 4,915. The overall fraction of global-route tracks in use is 24.7%.

Final layout
The layout cell share with drive strength beyond 1 is 7.34%. In the final layout, the fill cell count is 1,060. The layout overhead on the synthesized area is 10.4%.

Job
The number of maximum-capacitance violations is 0. The stage-log warning count is 43.

Outcome
The flow ran to the end, and the final reports show no timing, DRC or antenna violations.
-- where the power goes --
| part | internal (µW) | switching [µW] |
|---|---|---|
| combinational | 165 | 261 |
| clock | 461 | 320 |
| sequential | 1280 | 3.79 |
| total | 1910 | 585 |
-- worst paths after layout --
| kind | startpoint | end | slack [ns] | cells after the start |
|---|---|---|---|---|
| worst max-delay path | r0.Cont[3] | r0.Cont[17] | 0.21 | 6 |
| worst min-delay path | r0.oRESET | u1.CLK_COUNT_400HZ[19] | 0.24 | 1 |
| worst max register to register | r0.Cont[3] | r0.Cont[17] | 0.21 | 6 |
| worst min register to register | r0.oRESET | u1.CLK_COUNT_400HZ[19] | 0.24 | 1 |
| max in group asynchronous | r0.oRESET | u1.CLK_COUNT_400HZ[4] | 1.48 | 1 |
| min in group clk0 | u1.CLK_COUNT_400HZ[0] | u1.CLK_COUNT_400HZ[0] | 0.49 | 1 |
-- area by class of cell --
type	instances	area (µm²)	area share, %
tap	143	179	2.76
timing repair buffer	47	443	6.82
sequential	76	2040	31.4
inverter	23	86.3	1.33
multi-input combinational	554	3600	55.5
clock buffer	5	125	1.93
clock inverter	3	18.8	0.289
-- routing by layer --
metal	wire length [µm]	up-vias	global-route usage [%]
met5	0	-	0
met4	178	0	3.73
met3	674	19	2.80
met2	6580	132	38.6
met1	6720	2499	39.3
li1	-	2590	-
-- worst reg2reg max path, cell delays in order, from the launching register on --
cell and delay, ns:
edfxtp_1 0.40, and3_1 0.22, and3_1 0.22, nand3_1 0.12, nor2_1 0.26, nand3_2 0.15, buf_4 0.18
-- cell usage in the layout (no fill, tap or decap), drive strengths merged, types with 4 or more instances in the layout --
cell and instances:
nor3 14, clkdlybuf4s50 31, and2 5, and3 18
o22ai 5, a211oi 13, nand2 73, dfxtp 12
xor2 20, nand3 32, o21ai 37, ha 21
nand4 7, buf 16, mux2i 14, conb 7
nor4 7, or2 4, dfrtp 24, a21o 5
nand3b 5, inv 23, nor2 75, nor2b 11
a2111oi 5, a21oi 34, clkbuf 5, o21a 4
o211ai 8, nor3b 4, edfxtp 39, o31ai 8
nand2b 9, nand4b 4, a31oi 18, xnor2 16
-- logic make-up after synthesis --
| kind of cell | synth area share [%] |
|---|---|
| AND/OR/NAND/NOR | 23.8 |
| AND-OR/OR-AND | 24.2 |
| flip-flops | 34.7 |
| buffers and inverters | 4.49 |
| XOR/XNOR | 5.36 |
| adder cells (fa/ha/maj) | 4.64 |
| multiplexers | 2.77 |
| other | 0.128 |
-- through the flow --
step | instance area (µm²) | util [%] | cells | total power [µW] | hold WS, ns
after CTS | 6490 | 56.9 | 851 | 2520 | 0.255
after global routing | 6490 | 56.9 | 851 | 2610 | 0.285
after global placement | 6350 | 55.6 | 843 | 1720 | 0.246
after floorplan | 5900 | - | 692 | 1560 | 0.377
after detailed placement | 6350 | 55.6 | 843 | 1730 | 0.249
final | 6490 | 56.9 | 851 | 2490 | 0.236
No activity file was given, so power comes from the tool's default toggle rates.
